==> design/flow/design.v <==
module str(f,clk,hex0,hex1,hex2,hex3,hex4,hex5,hex6,hex7); 
output [6:0] hex0;
output [6:0] hex1;
output [6:0] hex2;
output [6:0] hex3;
output [6:0] hex4;
output [6:0] hex5;
output [6:0] hex6;
output [6:0] hex7;
output f;
reg f;
input clk;
reg [6:0] hex0;
reg [6:0] hex1;
reg [6:0] hex2;
reg [6:0] hex3;
reg [6:0] hex4;
reg [6:0] hex5;
reg [6:0] hex6;
reg [6:0] hex7;
integer k = 1;
integer h = 0;
always @ (posedge clk)
begin
if (k == 50000000)
begin
f<=~f;
k<=1;
end
else
begin
k<=k+1;
end
end
always @ (posedge f)
begin
h<=h+1;
case(h)
0:
begin
hex0<=7'b00001001;
hex1<=7'b01111111;
hex2<=7'b01111111;
hex3<=7'b01111111;
hex4<=7'b01111111;
hex5<=7'b01111111;
hex6<=7'b01111111;
hex7<=7'b01111111;
h<=h+1;
end
1:
begin
hex0<=7'b00000110; 
hex1<=7'b00001001; 
h<=h+1;
end
2:
begin
hex0<=7'b01000111;
hex1<=7'b00000110;
hex2<=7'b00001001;
h<=h+1;
end
3:
begin
hex0<=7'b01000111;
hex1<=7'b01000111;
hex2<=7'b00000110;
hex3<=7'b00001001;
h<=h+1;
end
4:
begin
hex0<=7'b01000000;
hex1<=7'b01000111;
hex2<=7'b01000111;
hex3<=7'b00000110;
hex4<=7'b00001001;
hex5<=7'b01111111;
hex6<=7'b01111111;
hex7<=7'b01111111;
h<=h+1;
end
5:
begin
hex0<=7'b01111111;
hex1<=7'b01000000;
hex2<=7'b01000111;
hex3<=7'b01000111;
hex4<=7'b00000110;
hex5<=7'b00001001;
h<=h+1;
end
6:
begin
hex0<=7'b01111111;
hex1<=7'b01111111;
hex2<=7'b01000000;
hex3<=7'b01000111;
hex4<=7'b01000111;
hex5<=7'b00000110;
hex6<=7'b00001001;
h<=h+1;
end
7:
begin
hex0<=7'b01111111;
hex1<=7'b01111111;
hex2<=7'b01111111;
hex3<=7'b01000000;
hex4<=7'b01000111;
hex5<=7'b01000111;
hex6<=7'b00000110;
hex7<=7'b00001001;
h<=h+1;
end
8:
begin
hex0<=7'b00001001;
hex1<=7'b01111111;
hex2<=7'b01111111;
hex3<=7'b01111111;
hex4<=7'b01000000;
hex5<=7'b01000111;
hex6<=7'b01000111;
hex7<=7'b00000110;
h<=h+1;
end
9:
begin
hex0<=7'b00000110;
hex1<=7'b00001001;
hex2<=7'b01111111;
hex3<=7'b01111111;
hex4<=7'b01111111;
hex5<=7'b01000000;
hex6<=7'b01000111;
hex7<=7'b01000111;
h<=h+1;
end
10:
begin
hex0<=7'b01000111;
hex1<=7'b00000110;
hex2<=7'b00001001;
hex3<=7'b01111111;
hex4<=7'b01111111;
hex5<=7'b01111111;
hex6<=7'b01000000;
hex7<=7'b01000111;
h<=h+1;
end
11:
begin
hex0<=7'b01000111;
hex1<=7'b01000111;
hex2<=7'b00000110;
hex3<=7'b00001001;
hex4<=7'b01111111;
hex5<=7'b01111111;
hex6<=7'b01111111;
hex7<=7'b01000000;
h<=4;
end
endcase
end
endmodule
==> design/flow/run.sh <==
#!/bin/bash
# OpenROAD 26Q1-2900-gdf79404cd8, Yosys 0.63+post, stock flow scripts
make -C /OpenROAD-flow-scripts/flow DESIGN_CONFIG=/design/flow/config.mk WORK_HOME=/design/flow/orfs finish
==> design/flow/config.mk <==
export PLATFORM = sky130hd
export DESIGN_NAME = str
export DESIGN_NICKNAME = str
export VERILOG_FILES = /design/flow/design.v
export SDC_FILE = /design/flow/constraint.sdc
export NUM_CORES = 4
export LEC_CHECK = 1
export CORE_UTILIZATION = 30
==> design/flow/constraint.sdc <==
current_design str

set clk_period 6.3
set clk_io_pct 0.2

create_clock -name clk0 -period $clk_period [get_ports {clk}]

set non_clock_inputs [all_inputs -no_clocks]
set_input_delay [expr $clk_period * $clk_io_pct] -clock clk0 $non_clock_inputs
set_output_delay [expr $clk_period * $clk_io_pct] -clock clk0 [all_outputs]
==> results.txt <==
run results: crit-path cells=buf_4, clkdlybuf4s50_1, Worst EP required=about 5000 ps, core area=0.01537 mm^2, Power Total=roughly 440 uW, WP data arrival=~1700 ps, CP Capture Point=f, drt drc=0, port buffer count=between 50 and 60, top cells, area=dfxtp_1 27%, edfxtp_1 26%, xnor2_1 8.3%, nor2_1 4.1%, nand2_1 3.7%, Max Slew Vio Count=0, Hold WC Path Type=flip-flop to flip-flop, fraction of layout cells with a size suffix above 1=~4.7%, first-pass GRT wire length=~16000 um, routability cong.=roughly 0.91, DR pass1 iterations=4, WL final=a little over 9000 um, Critical path origin=f$_DFFE_PN_, Core Util at FP=between 30 and 40%, CP Capture Type=primary output, maximum clock frequency=between 300 and 400 MHz, power per cell area=roughly 78 mW/mm^2, RSZ-0062 raised after global routing=no, switching pwr=approximately 82 uW, Final ANT Viol Nets=0, YS warnings=1, routed vias=between 3k and 4k, Pleak=1.805 nW, Final min period=2920 ps, critical path peak fanout=74, Clock Power Share=between 50% and 60%, maximum vdd drop=between 0.00015 and 0.0002 V, Clk pin slew, worst setup/hold paths=~50 ps, initial antenna violation count=0, Site Rows=45, register share after synthesis=between 50% and 60%, Inserted Clock Buffers=5, tool warning count=29, setup TNS=0 ps, WS Path Type=flip-flop to primary output, DIE AREA=about 0.016 mm^2, slew of the pin with the lowest slew margin=between 700 and 800 ps, CP bufs+invs=2, combinational fraction of design power=0%, final non-filler cell total=between 700 and 800, Root Buffer Master=clkbuf_16, register pins left without a clock=a little over 70, post-DP HPWL=6964 um, CP delay by family, top=buffers and inverters, status=complete, no violations, Die H=approximately 130 um, Synth area leader=dfxtp_1, fin worst setup slack=3380 ps, drt wl/cell=12.73 um, slowest cell delay on critical path=a little under 600 ps, Async SR Flop Fraction=0%, Chip Area, Yosys=~0.0048 mm^2, ys flops=between 100 and 150, Ports=58, Avg Inst Size Synth=just under 10 um^2, Area leader share=26.86%, H-tree levels=2, Reg-to-Reg Start=k[8]$_SDFF_PN0_, slowest CP cell=clkdlybuf4s50_1, crit path launch type=flip-flop, Yosys cell types=approximately 48, total gr overflow=0, number of unconstrained endpoints=around 170, Most used DFF post-synth=dfxtp_1, clock latency (worst-skew pair)=about 270 ps, final hold vios=0, MaxCap Viol Count=0, vias in the first global route=between 3k and 4k, pre-CTS setup slack=approximately 3600 ps, DP Cell Count=719, Final period util=46.36%, worst rel slew slack=50.10%, Setup Fix Bufs, Post-CTS=0, Post-Syn Instances=~480, sequential power share=between 40% and 50%, switching part of the total power=a little under a fifth, Crit path depth=2, CTS tree=built, Post-synth EDFFs=41, clk_skew=2.490 ps, vias per cell=between 4 and 5, # Cells Yosys=482, Final Util=36.24%, post-cts resize count=0, reg2reg path depth=4, Die Span X=approximately 130 um, Layout Area Growth over Synthesis=16.76%, Synth Cell Area=roughly 0.0048 mm^2, diode count=0, r2r setup slk=between 4000 and 5000 ps, final setup violation count=0, Reg-to-Reg End=f$_DFFE_PN_, largest net degree at the start of global routing=75, Starting DRT DRC Count=132, Post-CTS Hold Buffers=0, internal power=between 300 and 400 uW, GRT Util Overall=around an eighth, Bufs on Longest Clock Path=2, tally of filler cells in the layout=roughly 1.5k
## registers in the layout, indices dropped and copies added, names as in the netlist
signal  cells
k          32
hex3        5
h          32
hex6        5
hex5        5
hex1        5
f           1
hex2        5
hex0        5
hex4        5
hex7        5
## final cells by class
| cell class | instances | area (um^2) | area share, % |
|---|---|---|---|
| Multi-Input combinational cell | 334 | 2036 | 36.55 |
| Tap cell | 211 | 264.0 | 4.739 |
| Inverter | 11 | 41.29 | 0.7412 |
| Sequential cell | 105 | 2512 | 45.10 |
| Clock buffer | 6 | 128.9 | 2.314 |
| Timing Repair Buffer | 58 | 578.1 | 10.38 |
| Clock inverter | 2 | 10.01 | 0.1797 |
## power by group through the flow
stage	logic (mW)	clock network, mW	registers [mW]
4_1_cts	0.000000750	0.232	0.210
6_report	0.000000750	0.227	0.210
5_1_grt	0.000000750	0.243	0.210
## cells in the mapped netlist (6+ instances only)
| cell type | count |
|---|---|
| xor2_1 | 9 |
| nor2_1 | 52 |
| edfxtp_1 | 41 |
| buf_4 | 16 |
| and2_1 | 10 |
| clkbuf_1 | 13 |
| nand4_1 | 17 |
| a21oi_1 | 17 |
| or3_1 | 7 |
| nor4_1 | 8 |
| xnor2_1 | 45 |
| inv_1 | 11 |
| nand2_1 | 47 |
| and3_1 | 12 |
| nand3_1 | 32 |
| nor3_1 | 7 |
| dfxtp_1 | 64 |
| and4_1 | 7 |
| o21ai_0 | 15 |
| ha_1 | 6 |
## per-stage QoR
stage,instance area [um^2],hold WS (ps)
finish,5570,454.5
global route,5570,496.6
CTS,5570,461.9
detailed placement,5431,437.8
global placement,5431,440.5
floorplan,4771,411.1
## cells in the final DEF, fill, tap and decap left out, types with 2 or more instances in the layout
master	netlist	layout
nand4_1	17	17
nand2_1	47	47
edfxtp_1	41	41
nor4b_1	3	3
and4_1	7	7
xnor2_1	45	45
inv_1	11	11
clkinv_2	0	2
xor2_1	9	9
a31oi_1	5	5
nor3b_1	3	3
or2_2	4	4
a21oi_1	17	17
and3_1	12	12
nor2b_1	3	3
or3_1	7	7
nor4_2	3	3
nor3_1	7	7
nand3_1	32	32
a21o_1	2	2
nor3_4	2	2
dfxtp_1	64	64
clkdlybuf4s50_1	0	57
nor2_1	52	52
ha_1	6	6
and2_1	10	10
o21ai_0	15	15
clkbuf_16	0	5
nor4_1	8	8
## how the worst min path moves through the flow
stage	start	endpoint	slack, ps	depth (start not counted)
finish	k[31]$_SDFF_PN0_	k[31]$_SDFF_PN0_	450	1
CTS	k[0]$_SDFF_PN1_	k[0]$_SDFF_PN1_	460	1
global route	k[31]$_SDFF_PN0_	k[31]$_SDFF_PN0_	500	1
## layer usage
metal | track usage (%) | share of wire, % | vias up
met4 | 1.799 | 1.5 | 0
met2 | 18.99 | 46 | 83
met5 | 0 | 0 | -
li1 | - | - | 1751
met3 | 1.658 | 4.3 | 10
met1 | 18.55 | 48 | 1629
## logic make-up after synthesis
family | after synthesis | share of synthesized area, %
DFF | 105 | 52.66
and+or+nand+nor | 226 | 25.33
AOI/OAI and AO/OA | 48 | 5.849
buffers and inverters | 43 | 4.668
adders and majority gates | 6 | 1.574
xor gates and xnor gates | 54 | 9.914
Power figures rest on the tool's default switching activity, not on a simulated workload.
